$ cat /design/flow/config.mk
export PLATFORM = sky130hd
export DESIGN_NAME = Argmax
export DESIGN_NICKNAME = Argmax
export VERILOG_FILES = /design/flow/design.v
export SDC_FILE = /design/flow/constraint.sdc
export NUM_CORES = 4
export LEC_CHECK = 1
export CORE_AREA = 10 10 449 449
export DIE_AREA = 0 0 459 459
$ cat /design/flow/constraint.sdc
current_design Argmax

set clk_period 86.8
set clk_io_pct 0.2

create_clock -name clk0 -period $clk_period [get_ports {clk}]

set non_clock_inputs [all_inputs -no_clocks]
set_input_delay [expr $clk_period * $clk_io_pct] -clock clk0 $non_clock_inputs
set_output_delay [expr $clk_period * $clk_io_pct] -clock clk0 [all_outputs]
$ cat /design/flow/design.v
`timescale 1ns / 1ps
module Argmax (
    input logic clk, rst,
    input logic signed [61:0] a,  
    input logic signed [61:0] b,  
    input logic signed [61:0] c,  
    input logic signed [61:0] d,  
    input logic signed [61:0] e,  
    input logic signed [61:0] f,  
    input logic signed [61:0] g,  
    input logic signed [61:0] h,  
    input logic signed [61:0] i,  
    input logic signed [61:0] j,  
    output logic signed [61:0] max,  
    output logic [3:0] index  
);
    logic signed [61:0] max_val;
    logic [3:0] index_temp;
    logic signed [61:0] temp_max;   
    logic [3:0] temp_index;         
    always @(*) begin
        temp_max = a;
        temp_index = 4'b0000;
        if (b > temp_max) begin temp_max = b; temp_index = 4'b0001; end
        if (c > temp_max) begin temp_max = c; temp_index = 4'b0010; end
        if (d > temp_max) begin temp_max = d; temp_index = 4'b0011; end
        if (e > temp_max) begin temp_max = e; temp_index = 4'b0100; end
        if (f > temp_max) begin temp_max = f; temp_index = 4'b0101; end
        if (g > temp_max) begin temp_max = g; temp_index = 4'b0110; end
        if (h > temp_max) begin temp_max = h; temp_index = 4'b0111; end
        if (i > temp_max) begin temp_max = i; temp_index = 4'b1000; end
        if (j > temp_max) begin temp_max = j; temp_index = 4'b1001; end
    end
    always @(posedge clk) begin
        if (rst) begin
            max_val <= 62'b0;
            index_temp <= 4'b0000;
        end else begin
            max_val <= temp_max;
            index_temp <= temp_index;
        end
    end
    assign max = max_val;
    assign index = index_temp;
endmodule
$ cat /design/flow/run.sh
#!/bin/bash
# OpenROAD 26Q1-2900-gdf79404cd8, Yosys 0.63+post, stock flow scripts
make -C /OpenROAD-flow-scripts/flow DESIGN_CONFIG=/design/flow/config.mk WORK_HOME=/design/flow/orfs finish
==> flow_summary.ini <==
; implementation run metrics
[outcome]
status = finished clean

[clocking]
tritoncts = yes
clkSinkCount = 66
path_clk_slew_ns = 0.06
cts_buffers = 9
cts_root_buf = clkbuf_16
holdBufCountCts = 0
postCtsSetupBuffers = 0
htreeDepth = 3
clockBufferDepth = 2
cts_resized = 0

[routing]
viasPerCell = 4.22
route.detailed.drc = 0
drtIter0Drc = 1556
routed_wl_um = 172000
ant_nets = 0
drtPass1Iterations = 7
post_drt_wl_per_cell_um = 25.6
vias = 28300

[logic_synthesis]
fa_ha_area_frac = 0.257
syn_area_um2 = 24500
avgSynthCellArea_um2 = 6.93
netlist.area_leader.share = 0.252
synth.comb.largest_family = adder cells
ys_top_cells_by_area = ha_1 (25%), a21oi_1 (8.2%), inv_1 (6.1%)
xor_area_frac = 0.0143
seq_area_frac_synth = 0.0540
synthCells = 3534
aoi_share = 0.245
ys_area_um2 = 24500
ys.flop_type = dfxtp_1
yosys.area_share.simple = 0.243
netlist-cell-type-count = 105
top_area_cell = ha_1
yosysCellCount = 3534
synth_flops = 66
synthArstFlopShare = 0
synth.area.mux_share = 0.0953
synth-edff-count = 0
yosys_warnings = 1

[job]
max-cap-violations = 0
warning_count = 25

[critical_path]
cpMostUsedCell = a21oi_1
crit_arrival_ns = 57.87
path_class = in -> reg
cp_slowest_cell = nor4_1
cp-startpoint = a[44]
start_kind = input pin
cp.required_ns = 87.08
max_stage_delay_ns = 0.81
crit_fanout = 66
end_kind = register

[floorplanning]
dieHeight_um = 459
fp_util = 0.127
die_x_um = 459
core_um2 = 192000
num_rows = 161
dieArea_um2 = 211000
io_pins = 688

[finish]
fillers = 21700
logic_area_um2 = 20900
syn_to_final_growth_pct = 41.0
lay_top_count = clkdlybuf4s50_1
register_area_um2 = 1320
lay_top_cells = clkdlybuf4s50_1 (686), ha_1 (494), a21oi_1 (400)
drive_above_1_share = 0.0410

[placement]
hpwl_um = 158000
dpl_worst_slack_ns = 28.69
port_buffers = 687
gp_congestion = 1.04

[sta]
hold_violations = 0
fmax_mhz = 17.4
rsz0062_at_grt = false
setup_viol = 0
tns_ns = 0
fin_crit_sh = 0.664
finalWorstSetupSlack_ns = 29.21
period_needed_ns = 57.59
slew_violations = 0
maxSlewHeadroom = 0.363
worstMarginPinSlew_ns = 0.948

[global_route]
grt_pass1_wl_um = 230000
grt_antenna_before_repair = 180
gr-total-overflow = 0
grt_use_total = 0.159
grt_start_max_net_pins = 67
first_global_vias = 27900

[worst_hold_path]
whs_endpoint = max_val[40]
hold_depth = 3
hold_path.startpoint = rst
hold_path_class = in -> reg
[worst max path at each step]
stage,endpoint,slack [ns],cells past startpoint
after CTS,max_val[48],28.97,150
after global routing,max_val[51],26.08,152
final,max_val[44],29.21,150
[layout make-up]
class	instances	area share
multi-input combinational	2920	0.607
tap	2526	0.0916
sequential	66	0.0383
antenna	70	0.00507
clock buffer	10	0.00692
inverter	396	0.0431
clock inverter	6	0.00188
timing repair buffer	721	0.207
[flip-flops by register name (all words and copies together), names as in the netlist]
name and count:
max_val 62, index_temp 4
[Yosys cell counts, types with 28 or more instances]
cell type,count
nand4_1,100
a21o_1,109
nand3_1,67
nand2b_1,49
dfxtp_1,66
mux2_2,68
mux2_1,62
nor2_1,385
ha_1,494
xnor2_1,33
and3_1,28
mux2i_1,84
o21ai_0,220
clkbuf_1,88
buf_1,32
nor3_1,38
nand2_1,263
a21oi_1,400
nor2b_1,125
inv_1,396
[per-stage QoR]
| step | util | cells | hold WS [ns] | instance area (µm²) |
|---|---|---|---|---|
| after floorplan | - | 3534 | 17.50 | 24500 |
| after global placement | 0.177 | 6629 | 18.00 | 34000 |
| after detailed placement | 0.177 | 6629 | 18.01 | 34000 |
| after CTS | 0.179 | 6645 | 17.58 | 34300 |
| after global routing | 0.179 | 6699 | 17.62 | 34500 |
| final | 0.180 | 6715 | 17.59 | 34500 |
[kinds of logic after synthesis]
group / count (synthesis)
AND-OR/OR-AND: 969
XOR/XNOR: 40
adder cells (fa/ha/maj): 504
buffers and inverters: 548
flip-flops: 66
multiplexers: 216
AND/OR/NAND/NOR: 1191
[critical path, delay by kind of cell]
family	cells	cell delay, ns
fa+ha+maj	9	2.93
compound gates	63	16.02
buf+inv	24	7.80
simple gates	50	11.80
mux	4	1.57
[routing by layer]
metal,global-route usage,vias to the layer above,share of wire
li1,-,13900,-
met1,0.185,13000,0.39
met2,0.259,994,0.46
met3,0.0589,312,0.088
met4,0.0754,90,0.053
met5,0,-,0.0033
